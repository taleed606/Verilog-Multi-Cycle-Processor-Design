--- design.v ---
module Processor(clk , IR , Loaded , Stored , Out) ;
	input clk ;  
	output reg [15:0] Out , Stored , Loaded ;  
	output reg [15:0] IR ;  
	reg RegWr , MemRd , MemWr ;  
	reg [2:0] ALUOP ;  
	reg [3:0] source1 , source2 ;  
    reg [3:0] destination ;  
	reg [3:0] opcode ;  
   	reg [15:0] source1Content , source2Content ;  
	reg [15:0] destinationContent ;  
	reg [15:0] pc ;	 
	reg [2:0] state ;  
	reg [15:0] AluOut ;	 
    reg [15:0] registers [15:0] ;
	initial begin
	    registers[0]  = 16'h0010;
	    registers[1]  = 16'h0020;
	    registers[2]  = 16'h0030;
	    registers[3]  = 16'h00AA;
	    registers[4]  = 16'h1C3A;
	    registers[5]  = 16'h0001;
	    registers[6]  = 16'h22E0;
	    registers[7]  = 16'h1C86;
	    registers[8]  = 16'h22DA;
	    registers[9]  = 16'h0414;
	    registers[10] = 16'h1A32;
	    registers[11] = 16'h0102;
	    registers[12] = 16'h1CBA;
	    registers[13] = 16'h0CDE;
	    registers[14] = 16'h3994;
	    registers[15] = 16'h1984;
	end
	reg [15:0] DataMemory [15:0] ;
	initial begin
		pc = 0 ;
		state = 0 ;
		DataMemory[0] = 16'h0001 ;
		DataMemory[1] = 16'h0020 ;
		DataMemory[2] = 16'h0000 ;
		DataMemory[3] = 16'h00AA ;
		DataMemory[4] = 16'h1C3A ;
		DataMemory[5] = 16'h0000 ;
		DataMemory[6] = 16'h0000 ; 
		DataMemory[7] = 16'h0000 ;
		DataMemory[8] = 16'h22DA ;
		DataMemory[9] = 16'h0000 ;
		DataMemory[10] = 16'h1A32 ;
		DataMemory[11] = 16'h0102 ;
		DataMemory[12] = 16'h000 ;
		DataMemory[13] = 16'h0CDE ;
		DataMemory[14] = 16'h0000 ;
		DataMemory[15] = 16'h1984 ;
	end
	reg [15:0] InstructionMemory [15:0] ; 
	initial begin
		InstructionMemory[0] = 16'h0312 ;
		InstructionMemory[1] = 16'h1934 ;
		InstructionMemory[2] = 16'h5956 ;
		InstructionMemory[3] = 16'h695A ;
		InstructionMemory[4] = 16'h1C3A ;
		InstructionMemory[5] = 16'h1180 ;
		InstructionMemory[6] = 16'h22E0 ; 
		InstructionMemory[7] = 16'h1C86 ;
		InstructionMemory[8] = 16'h22DA ;
		InstructionMemory[9] = 16'h0414 ;
		InstructionMemory[10] = 16'h1A32 ;
		InstructionMemory[11] = 16'h0102 ;
		InstructionMemory[12] = 16'h1CBA ;
		InstructionMemory[13] = 16'h0CDE ;
		InstructionMemory[14] = 16'h3994 ;
		InstructionMemory[15] = 16'h1984 ;
	end	
	always @ (posedge clk) 	begin
		case (state)
			3'b000: begin   
				IR = InstructionMemory[pc] ;
				pc = pc + 1 ;  
				state = 3'b001 ;  
			end
			3'b001: begin  
				{opcode , destination , source1 , source2} = IR ;
				case (opcode)  
					4'b0000: begin RegWr = 1 ; MemRd=0 ; MemWr=0 ; ALUOP=0 ; end
					4'b0001: begin RegWr=1 ; MemRd=0 ; MemWr=0 ; ALUOP=1 ;	end
					4'b0010: begin RegWr=1 ; MemRd=0 ; MemWr=0 ; ALUOP=2 ; end
					4'b0011: begin RegWr=1 ; MemRd=0 ; MemWr=0 ; ALUOP=3 ; end
					4'b0100: begin RegWr=1 ; MemRd=0 ; MemWr=0 ; ALUOP=4 ; end
					4'b0101: begin RegWr=1 ; MemRd=1 ; MemWr=0 ; ALUOP=0 ; end  
					4'b0110: begin RegWr=0 ; MemRd=0 ; MemWr=1 ; ALUOP=0 ; end  
					default: begin RegWr=1 ; MemRd=0 ; MemWr=0 ; ALUOP=0 ; end   
				endcase
				state = 3'b010 ;  
			end
			3'b010: begin  
				case ({RegWr , MemRd , MemWr , ALUOP}) 
					6'b100000: begin  
							 source1Content = registers[source1] ;
							 source2Content = registers[source2] ;
							 AluOut = source1Content + source2Content ;
							 state = 3'b011 ;  
					end
					6'b100001: begin   
							source1Content = registers[source1] ;
							source2Content = registers[source2] ;
							AluOut = source1Content - source2Content ;
							state = 3'b011 ;    
					end
					6'b100010: begin    
						source1Content = registers[source1] ;
						source2Content = registers[source2] ;
						AluOut = source1Content & source2Content ;
						state = 3'b011 ;		 
					end
					6'b100011: begin 	  
						source1Content = registers[source1] ;
						source2Content = registers[source2] ;
						AluOut = source1Content | source2Content ;
						state = 3'b011 ;  
					end	
					6'b100100: begin  
						source1Content = registers[source1] ;
						source2Content = registers[source2] ;
						AluOut = source1Content ^ source2Content ;
						state = 3'b011 ;  
					end	
					6'b110000: begin
						source1Content = registers[source1] ;
						state = 3'b100 ;  
					end	
					6'b001000: begin  
						source1Content = registers[source1] ;
						state = 3'b101 ;  
					end
					default: begin  
							 state = 3'b000 ;
					end
				endcase
			end
			3'b011: begin  
					registers[destination] = AluOut ;  
					Out = AluOut ;
					state = 3'b000 ;   
			end
			3'b100: begin  
						registers[destination] = DataMemory[source1Content] ;  
						Loaded = DataMemory[source1Content] ;  
						Out = DataMemory[source1Content] ;
						state = 3'b000 ;  
			end
			3'b101: begin  
				DataMemory[source1Content] = registers[destination] ;  
				Stored = registers[destination] ;  
				Out = registers[destination] ;
				state = 3'b000 ;  
			end
			default: begin  
				 state = 3'b000 ;
			end
		endcase
	end
endmodule
--- run.sh ---
#!/bin/bash
# OpenROAD 26Q1-2900-gdf79404cd8, Yosys 0.63+post, stock flow scripts
make -C /OpenROAD-flow-scripts/flow DESIGN_CONFIG=/design/flow/config.mk WORK_HOME=/design/flow/orfs finish
--- config.mk ---
export PLATFORM = sky130hd
export DESIGN_NAME = Processor
export DESIGN_NICKNAME = Processor
export VERILOG_FILES = /design/flow/design.v
export SDC_FILE = /design/flow/constraint.sdc
export NUM_CORES = 4
export LEC_CHECK = 1
export CORE_UTILIZATION = 30
--- constraint.sdc ---
current_design Processor

set clk_period 12.1
set clk_io_pct 0.2

create_clock -name clk0 -period $clk_period [get_ports {clk}]

set non_clock_inputs [all_inputs -no_clocks]
set_input_delay [expr $clk_period * $clk_io_pct] -clock clk0 $non_clock_inputs
set_output_delay [expr $clk_period * $clk_io_pct] -clock clk0 [all_outputs]
==> impl_metrics.yaml <==
# synthesis and place-and-route metrics
synth:
  ys.warnings.count: 2
  ys_types: 66
  synthesis.instances: 1803
  synth.cell_area_sq_mm: 0.0278
  ys.flops: 622
  total_cell_area_reported_by_yosys_after_synthesis_sq_mm: 0.0278
  avgSynthCellArea_sq_um: 15.4
  enable_flop_cells: 615
  synth-main-ff-cell: "edfxtp_1"
  synth.yosys.seq_area_share: 0.670
  synth.yosys.num_cells: 1803
  synthArstFlopShare: 0
drt:
  number_of_drc_markers_after_the_initial_detailed_route_iteration: 1633
  vias_per_cell: 5.75
  drt_pre_antenna_iters: 8
  vias: 18200
  detail_route.wl_per_cell_um: 31.0
  detail_route.antenna_diodes: 0
  drc: 0
  detail_route.wirelength_um: 98400
  drtAntennaViolNets: 0
sta:
  slew-limit-headroom: 0.309
  whs_ns: 0.456
  hold_viol_final: 0
  setup_viol: 0
  tightestPinTransition_ns: 1.04
  fmax_mhz: 192
  layout_min_cycle_time_ns: 5.20
  post-route-period-util: 0.430
  skew_ns: 0.0267
  maxSlewViolCount: 0
  totalNegativeSetupSlack_ns: 0
  grt_setup_unrepaired: "no"
critical_path:
  worst_ep_required_time_ns: 12.46
  timing.critical_path.fanout_max: 15
  worstPathCellList: "nand2b_1 > nor2_1 > buf_4 > a22oi_1 > nand4_1 > o22ai_1 > ha_1 > inv_1 > fa_1 > a21o_1 > a21oi_1 > nor2b_1 > o21ai_0 > a21oi_1 > a2111oi_0 > nor2_1 > xor2_1 > a221o_1"
  timing.critical_path.from_type: "register"
  worst_ep_arrival_time_ns: 5.56
  worst_setup_path_end_kind: "register"
  cpMaxStageDelayCell: "o22ai_1"
  cp_peak_stage_delay_ns: 0.65
  worstSetupPathType: "register to register"
min_path:
  worstHoldPathType: "register to register"
clocking:
  cts_sinks: 622
  cts.htree.levels: 3
  clkTransAtPathRegs_ns: 0.06
  root_driver: "clkbuf_16"
  cts_max_path_buffers: 3
  cts_inserted_buffers: 67
  cts_hold_buffers: 0
  cts-resized-gates: 0
  cts_tree: "built"
  clkLatencyLatePin_ns: 0.63
  post-cts-setup-buffer-count: 0
floorplanning:
  floorplan.io_pins: 65
  fp.coreArea_sq_mm: 0.0917
  fp.dieArea_sq_mm: 0.0938
  die_w_um: 306
  std_cell_rows: 111
  die-height_um: 306
  fp_util: 0.303
placed_design:
  io_buffers: 62
  place.detailed.hpwl_um: 63500
  post-place-cells: 3046
  finalWeightedCongestion: 0.963
run:
  cap_viol_max_count: 0
  stage_log_warnings: 47
global_route:
  vias_in_the_first_global_route: 19000
  groute.usage.overall: 0.223
  grt_overflow_total: 0
  maximum_number_of_pins_on_one_net_before_global_route_repair: 51
  initial_antenna_violation_count: 1
  grt_first_pass_wirelength_um: 139000
power:
  vdd_ir_drop_max_v: 0.000123
  p_leak_nw: 11.5
  total_power_density_per_cell_area_mw_per_mm2: 137
outcome:
  outcome: "finished clean"
layout:
  drive_above_1_share: 0.189
  synthToLayoutAreaGrowth_pct: 17.7
  fillers: 8463
  post_layout_nonfiller_instances: 3168
-- final timing paths --
check	start	endpoint	cells past startpoint	slack (ns)
worst max-delay path	source1[1]$_DFFE_PP_	AluOut[12]$_DFFE_PP_	18	6.90
worst min-delay path	IR[8]$_DFFE_PP_	destination[0]$_DFFE_PP_	0	0.46
worst max register to register	source1[1]$_DFFE_PP_	AluOut[12]$_DFFE_PP_	18	6.90
worst min register to register	IR[8]$_DFFE_PP_	destination[0]$_DFFE_PP_	0	0.46
-- routing by layer --
metal	wire length, um	up-vias	share of wire	GRT usage
met4	4020	10	0.041	0.0716
met2	43800	1321	0.45	0.323
met1	36400	9018	0.37	0.284
met3	14000	260	0.14	0.136
met5	174	-	0.0018	0.0134
li1	-	7604	-	-
-- report_power, final --
group | internal, mW | switching [mW]
clock | 1.28 | 0.878
combinational | 0 | 0.00000866
sequential | 2.33 | 0
total | 3.61 | 0.878
-- cell type report --
class                      instances  area, sq um  area share
clock buffer                      76         1740      0.0533
clock inverter                    46          576      0.0176
inverter                          69          259     0.00793
multi-input combinational       1013         8680       0.266
sequential                       622        18600       0.570
tap                             1186         1480      0.0454
timing repair buffer             156         1330      0.0406
-- registers in the layout (all words and copies together) (netlist names), 3 cells and up, named ones only --
name	flops
source2	3
ALUOP	3
registers	256
pc	4
AluOut	16
Loaded	16
DataMemory	256
destination	4
source1	4
Stored	16
IR	14
state	3
Out	16
source1Content	4
-- synth_stat cells, types with 20 or more instances --
library cell	count	share of area
nand4_1	41	0.0092
o22a_1	33	0.010
nor2_1	91	0.012
inv_1	67	0.0091
clkbuf_1	69	0.0093
a22oi_1	170	0.046
a21oi_1	76	0.014
nor3_1	35	0.0063
mux2i_1	51	0.018
mux4_2	83	0.067
mux2_2	20	0.0081
o21ai_0	23	0.0041
a22o_1	24	0.0076
edfxtp_1	615	0.67
nand3_1	33	0.0059
ha_1	53	0.024
a221oi_1	41	0.013
xnor2_1	23	0.0073
nand2_1	56	0.0076
-- cells in the final DEF, fill, tap and decap left out, types with 51 or more instances in the layout --
cell type | synthesis | final
mux4_2 | 83 | 83
mux2i_1 | 51 | 51
a22oi_1 | 170 | 170
edfxtp_1 | 615 | 615
nand2_1 | 56 | 56
ha_1 | 53 | 53
nor2_1 | 91 | 76
clkbuf_16 | 0 | 68
buf_4 | 4 | 94
clkdlybuf4s50_1 | 0 | 62
a21oi_1 | 76 | 76
inv_1 | 67 | 67
-- critical path, delay by kind of cell (launching register included) --
family | cells | cell delay, ns
AOI/OAI and AO/OA | 8 | 2.43
xor gates and xnor gates | 1 | 0.15
and+or+nand+nor | 5 | 0.67
buffers and inverters | 2 | 0.30
DFF | 1 | 0.64
adders and majority gates | 2 | 0.72
-- logic make-up after synthesis --
group / Yosys count / synth area share
buffers and inverters: 169 / 0.0248
muxes: 155 / 0.0946
xor gates and xnor gates: 31 / 0.00978
and+or+nand+nor: 329 / 0.0596
AOI/OAI and AO/OA: 442 / 0.116
adders and majority gates: 54 / 0.0246
DFF: 622 / 0.670
other: 1 / 0.000135
-- metrics by stage --
| stage | worst slack [ns] | power [mW] | utilization | area [sq um] |
|---|---|---|---|---|
| 2_1_floorplan | 7.90 | 2.38 | - | 27800 |
| 3_3_place_gp | 7.05 | 2.38 | 0.331 | 30400 |
| 3_5_place_dp | 7.00 | 2.38 | 0.331 | 30400 |
| 4_1_cts | 7.00 | 4.53 | 0.356 | 32700 |
| 5_1_grt | 6.42 | 4.62 | 0.356 | 32700 |
| 6_report | 6.90 | 4.49 | 0.356 | 32700 |
No activity file was given, so power comes from the tool's default toggle rates.
